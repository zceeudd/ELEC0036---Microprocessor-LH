**flow/run.sh**
```bash
#!/bin/bash
# OpenROAD 26Q1-2900-gdf79404cd8, Yosys 0.63+post, stock flow scripts
make -C /OpenROAD-flow-scripts/flow DESIGN_CONFIG=/design/flow/config.mk WORK_HOME=/design/flow/orfs finish
```
**flow/design.v**
```verilog
module pipeline_register_ExecuteMemory(
	input logic clk,
	input logic [15:0] Ehi, Elo,  
	input logic [15:0] Ealu,  
	input logic [15:0] Edmwrite,  
	input logic [15:0] Emodout,
	input logic Emod,
	input logic Ewe3,  
	input logic Ewe,  
	input logic [1:0] Eregdata,  
	input logic [3:0] Ewriteadd,  
	output logic [15:0] Mhi, Mlo,  
	output logic [15:0] Malu,  
	output logic [15:0] Mdmwrite,  
	output logic Mwe3,  
	output logic Mwe,  
	output logic [1:0] Mregdata,  
	output logic [3:0] Mwriteadd,  
	output logic Mmod,
	output logic [15:0] Mmodout 
	);
	reg [15:0] plr_DE1[3:0];
	reg [1:0] plr_DE2 [1:0];
	reg [1:0] plr_DE3;
	reg [3:0] plr_DE4;
	reg [15:0] plr_DE5;
	reg plr_DE6;
	always_ff@(posedge clk) begin 
		plr_DE1[0] <= Ehi;
		plr_DE1[1] <= Elo;
		plr_DE1[2] <= Ealu;
		plr_DE1[3] <= Edmwrite;
		plr_DE2[0] <= Ewe3;
		plr_DE2[1] <= Ewe;
		plr_DE3 <= Eregdata;	
		plr_DE4 <= Ewriteadd;	
		plr_DE5 <= Emodout;
		plr_DE6 <= Emod;
	end
	assign Mhi = plr_DE1[0];
	assign Mlo = plr_DE1[1];
	assign Malu = plr_DE1[2];
 	assign Mdmwrite = plr_DE1[3];
	assign Mwriteadd = plr_DE4;
	assign Mwe3 = plr_DE2[0]; 
	assign Mwe = plr_DE2[1];
	assign Mregdata = plr_DE3;
	assign Mmodout = plr_DE5;
	assign Mmod = plr_DE6;
endmodule
```
**flow/constraint.sdc**
```tcl
current_design pipeline_register_ExecuteMemory

set clk_period 1.0
set clk_io_pct 0.2

create_clock -name clk0 -period $clk_period [get_ports {clk}]

set non_clock_inputs [all_inputs -no_clocks]
set_input_delay [expr $clk_period * $clk_io_pct] -clock clk0 $non_clock_inputs
set_output_delay [expr $clk_period * $clk_io_pct] -clock clk0 [all_outputs]
```
**flow/config.mk**
```make
export PLATFORM = sky130hd
export DESIGN_NAME = pipeline_register_ExecuteMemory
export DESIGN_NICKNAME = pipeline_register_ExecuteMemory
export VERILOG_FILES = /design/flow/design.v
export SDC_FILE = /design/flow/constraint.sdc
export NUM_CORES = 4
export LEC_CHECK = 1
export CORE_AREA = 10 10 114 114
export DIE_AREA = 0 0 124 124
```
==> flow_metrics.py <==
# Metrics from the implementation run
metrics = {
    "timing": {
        "setup_viol": 0,
        "tightestPinTransition_ps": 118,
        "max_freq_ghz": 1.02,
        "slew_violations": 0,
        "hold_viol": 0,
        "slew-limit-headroom": 0.921,
        "rsz0062_at_grt": "true",
        "finalClockPeriodUsage": 0.984,
        "period_minus_slack_ps": 984,
    },
    "clock_network": {
        "cts_buffer_depth": 2,
        "cts.sinks": 89,
        "root_buffer": "clkbuf_8",
        "hold_buffers": 0,
        "cts_tree": "built",
        "h-tree-depth": 3,
        "cts.clk_slew.worst_paths_ps": 80,
        "cts_made_buffers": 9,
    },
    "critical_path": {
        "critPathRequiredTime_ps": 800,
        "max_stage_delay_ps": 320,
        "cp-start-kind": "flop",
        "crit_path_max_fanout": 1,
        "cp_cell_sequence": "buf_2",
        "path_class": "flop to primary output",
        "end_kind": "primary output",
        "path_buffers": 1,
        "critical_path_arrival_ps": 780,
        "cp_slowest_cell": "dfxtp_2",
        "cpLargestDelayFamily": "flip-flops",
    },
    "drt": {
        "viasPerCell": 3.14,
        "drt_iter0_drc": 17,
        "antenna_left": 0,
        "num_vias": 1305,
        "drcViolationCount": 0,
        "wl_per_cell_um": 14.8,
        "num_antenna_cells": 0,
        "totalWireLength_um": 6160,
        "drt-pass1-iter-count": 2,
    },
    "synthesis": {
        "ys_area_um2": 1780,
        "ys_ff": 89,
        "top_area_frac": 1.00,
        "synth-async-reset-ratio": 0,
        "ys.flop_type": "dfxtp_1",
        "ys_types": 1,
        "top_cells_by_area": "dfxtp_1 100%",
        "syn_area_per_cell_um2": 20.0,
        "synth_area_um2": 1780,
        "syn_inst": 89,
        "synthTopCellsByCount": "89 x dfxtp_1",
        "edf_count": 0,
        "ys_cells": 89,
        "synth.most_common_cell": "dfxtp_1",
        "yosys_warnings": 3,
        "yosysSeqAreaShare": 1.00,
        "yosys.area.top_type": "dfxtp_1",
    },
    "place": {
        "dp.cells": 403,
        "finalWeightedCongestion": 0.779,
        "io_buffers": 178,
        "dp_hpwl_um": 5210,
    },
    "floorplan": {
        "die_height_um": 124,
        "rows": 37,
        "core_um2": 10400,
        "boundaryPins": 179,
        "die_x_um": 124,
        "die_area_um2": 15400,
        "initCoreUtil": 0.171,
    },
    "hold_path": {
        "hold_path.startpoint": "Edmwrite[15]",
        "hp-class": "primary input to flop",
        "hold_path_end": "plr_DE1[3][15]",
        "whs_path_depth": 1,
    },
    "global_routing": {
        "grt_start_max_net_pins": 14,
        "track_usage": 0.0744,
        "grt_pass1_wl_um": 8480,
        "antenna_found_initial": 0,
        "grt_overflow_total": 0,
        "grt_pass1_vias": 1381,
    },
    "pwr": {
        "p_total_mw": 6.30,
        "p_leak_nw": 1.53,
        "ir_worst_vdd_mv": 0.863,
        "p_per_area_nw_per_um2": 1820,
    },
    "final_layout": {
        "register_area_um2": 1790,
        "comb_cells": 0,
        "final.fill_count": 1039,
        "comb_area_um2": 0,
        "area_growth_pct": 94.4,
        "drive_above_1_share": 0.396,
        "post-route-util": 0.332,
        "final_cells": 416,
    },
    "status": {
        "status": "completed",
    },
    "run": {
        "tool_warnings": 27,
        "drv_cap": 0,
    },
}
routing by layer:
layer / global-route usage / vias up / part of all wire
met1: 0.0779 / 538 / 0.35
li1: - / 645 / -
met5: 0 / - / 0
met3: 0.0624 / 9 / 0.19
met2: 0.114 / 113 / 0.44
met4: 0.0158 / 0 / 0.020
cells in the final DEF (no fill, tap or decap):
cell	instances
dfxtp_2	9
clkinv_2	1
dfxtp_1	80
clkdlybuf4s50_1	89
buf_6	1
clkbuf_8	10
buf_2	88
clkinvlp_4	2
state kept, by name, summed over array words and instances, names as in the netlist:
signal,cells
plr_DE5,16
plr_DE3,2
plr_DE4,4
plr_DE1,64
plr_DE6,1
plr_DE2,2
report_power, final:
part / internal [mW] / switching [mW] / total, mW
Combinational: 0.416 / 0.0823 / 0.498
Sequential: 3.73 / 0.0371 / 3.77
Clock: 0.923 / 1.11 / 2.03
Total: 5.07 / 1.23 / 6.30
what timing repair did:
item	in CTS	in global routing
pin swaps	0	0
gates resized	285	4
setup endpoints to repair	89	85
buffers inserted	0	0
layout make-up:
type	count	share of cell area
flip-flops and latches	89	0.518
repair buffers	178	0.388
well taps	136	0.0491
clock buffers	10	0.0397
clock inverters	3	0.00578
logic make-up (layout without fill, tap and decap cells):
| family | Yosys count | count (layout) | share of synthesized area |
|---|---|---|---|
| buffers and inverters | 0 | 191 | 0 |
| flip-flops | 89 | 89 | 1.00 |
metrics by stage:
step | area, µm² | hold WS [ps] | TNS [ps] | worst slack (ps)
after detailed placement | 3730 | 652 | -52.4 | -17.2
after global placement | 3730 | 649 | -42.3 | -16.5
after global routing | 3460 | 233 | -1650 | -43.5
after CTS | 3460 | 236 | -423 | -30.5
after floorplan | 1780 | 228 | 0 | 538
final | 3460 | 277 | 0 | 15.8
worst max-delay path by stage:
stage	from	end	depth (start not counted)
finish	plr_DE1[3][15]	Mdmwrite[15]	1
CTS	plr_DE1[3][15]	Mdmwrite[15]	1
global route	plr_DE1[1][9]	Mlo[9]	1
Power figures rest on the tool's default switching activity, not on a simulated workload.
